==> flow/design.v <==
module huffman(clk, reset, gray_valid, gray_data, CNT_valid, CNT1, CNT2, CNT3, CNT4, CNT5, CNT6,
    code_valid, HC1, HC2, HC3, HC4, HC5, HC6, M1, M2, M3, M4, M5, M6);
input clk;
input reset;
input gray_valid;
input [7:0] gray_data;
output CNT_valid;
output [7:0] CNT1, CNT2, CNT3, CNT4, CNT5, CNT6;
output code_valid;
output [7:0] HC1, HC2, HC3, HC4, HC5, HC6;
output [7:0] M1, M2, M3, M4, M5, M6;
parameter Wait = 0;
parameter GetData = 1;
parameter Bubble = 2;
parameter Calculate = 3;
parameter MakeCode = 4;
parameter MakeCode_a = 5;
parameter Reorder = 6;
parameter StoreBack = 7;
parameter Shift = 8;
parameter MSB = 128;
reg [3:0] nextState;
reg [3:0] state;
reg [7:0] gray_data_ [1:6];
reg [2:0] value_order [1:6];
reg [2:0] huffman_order [1:6];
reg [7:0] huffman_code [1:6];
reg [6:0] data_count;
reg [4:0] pointer;
reg [4:0] x,y,z,calculatePosition,o,o2;
reg [2:0] target_y0,target_y1,p,array0_count, array1_count;
reg [2:0] target0_array [1:6];
reg [2:0] target1_array [1:6];
reg [7:0] Mi_ [1:6];
wire [2:0] order, order2;
wire [7:0] count_temp = (state == Bubble) ? gray_data_[x] : gray_data_[z];
wire [7:0] value_temp = (state == Bubble) ? value_order[x] : value_order[z];
wire [8:0] temp = gray_data_[calculatePosition] + gray_data_[calculatePosition + 1];
assign order2 = value_order[o2];
assign order = value_order[o];
reg gotoShift,storeCNT, finishBubble, finishMakeCode, finishReorder, finishMakeCode_a, finish, finishGetData, finishShift;
assign CNT1 = gray_data_[1];
assign CNT2 = gray_data_[2];
assign CNT3 = gray_data_[3];
assign CNT4 = gray_data_[4];
assign CNT5 = gray_data_[5];
assign CNT6 = gray_data_[6];
assign CNT_valid = finishGetData;
assign HC1 = huffman_code[1];
assign HC2 = huffman_code[2];
assign HC3 = huffman_code[3];
assign HC4 = huffman_code[4];
assign HC5 = huffman_code[5];
assign HC6 = huffman_code[6];
assign M1 = Mi_[1];
assign M2 = Mi_[2];
assign M3 = Mi_[3];
assign M4 = Mi_[4];
assign M5 = Mi_[5];
assign M6 = Mi_[6];
assign code_valid = finish;
always@(state, gray_valid, storeCNT, gotoShift, x, finishMakeCode, finishReorder, finishMakeCode_a, finishGetData, finishShift, finishBubble)begin
	case(state)
		Wait:
			if(gray_valid == 1)
				nextState = GetData;
			else
				nextState = Wait;
		GetData:
			if(finishGetData == 1)begin
				nextState = Bubble;
			end
			else
				nextState = GetData;
	    Bubble:begin
			if(finishBubble == 1)
				nextState = Calculate;
			else 
				nextState = Bubble;
		end
		Calculate:
			nextState = MakeCode;
		Reorder:
			if(gotoShift == 1)
				nextState = Shift;
			else if(finishReorder == 1)
				nextState = Calculate;
			else 
				nextState = Reorder;
		MakeCode:begin
			if(finishMakeCode == 1)
				nextState = MakeCode_a;
			else
				nextState = MakeCode;
		end
		MakeCode_a:begin
			if(finishMakeCode_a == 1)
				nextState = Reorder;
			else 
				nextState = MakeCode_a;
		end
		Shift:
			if(finishShift == 1)
				nextState = StoreBack;
			else
				nextState = Shift;
		default:
			nextState = 4'd0;
	endcase
end
integer i, j;
always@(posedge clk)begin
  if(reset)
	state = 4'd0;
  else
    state = nextState;
  finishReorder <= 1'b0;
  finishBubble <= 1'b0;
  finishMakeCode <= 1'b0;
  finishMakeCode_a <= 1'b0;
  finishGetData <= 1'b0;
  finishShift <= 1'b0;
  finish <= 1'b0;
  gotoShift <= 1'b0;
  if(reset)begin
        pointer <= 0;
	data_count <= 7'd0;
	x <= 5'b00001;
	z <= 5'b00001;
       y <= 5'b00001;
	calculatePosition <= 5'd5;
	for(i = 1;i < 7;i = i + 1)begin
		value_order[i] <= i;
		gray_data_[i] <= 7'd0;
		Mi_[i] <= 7'd0;
		huffman_code[i] <= 7'd0; 
		target0_array[i] <= 3'b0;
		target1_array[i] <= 3'b0;
	end
  end
  else begin
	  case(state)
		GetData:begin
			data_count <= data_count + 7'd1;
			gray_data_[gray_data] <= gray_data_[gray_data] + 7'd1;
			if(data_count == 100)
				finishGetData <= 1'b1;
			else
				finishGetData <= 1'b0;
		end
		Bubble:begin
			if(gray_data_[x] < gray_data_[x + 1])begin
				gray_data_[x] <= gray_data_[x + 1];
				gray_data_[x + 1] <= count_temp;
				value_order[x] <= value_order[x + 1];
				value_order[x + 1] <= value_temp;
			end
			else begin
				gray_data_[x] <= gray_data_[x];
				value_order[x] <= value_order[x];
			end
			if((x + y)< 6)begin
				x <= x + 5'd1;
			end
			else begin
				x <= 5'd1;
				if(y == 5'd5)begin
					finishBubble <= 1'b1;
				end
				else begin
					y <= y + 1;
				end
			end
		end
		Calculate:begin
			o = calculatePosition;
			o2 = calculatePosition + 1;
			gray_data_[calculatePosition + 1] <= value_order[o];
			gray_data_[calculatePosition] <= temp[7:0];
			target_y1 <= value_order[o2];
			target_y0 <= value_order[o];
			calculatePosition <= calculatePosition - 5'd1;
			z <= calculatePosition;
		end
		Reorder:begin
			if(gray_data_[z] > gray_data_[z - 1] && z >= 2)begin
				gray_data_[z] <= gray_data_[z - 1];
				gray_data_[z - 1] <= count_temp;
				value_order[z] <= value_order[z - 1];
				value_order[z - 1] <= value_temp;
				z <= z - 5'd1;
			end
			else begin
				finishReorder <= 1'b1;
				if(calculatePosition == 5'b00000)
					gotoShift <= 1'b1;
				else
					z <= 5'd1;
			end
		end
		MakeCode:begin 
			Mi_[target_y0] <= (Mi_[target_y0] << 1) + 7'd1;
			Mi_[target_y1] <= (Mi_[target_y1] << 1) + 7'd1;
			huffman_code[target_y1] <= (huffman_code[target_y1] >> 1) + MSB;
			huffman_code[target_y0] <= (huffman_code[target_y0] >> 1);
			target0_array[1] <= target_y0;
			target1_array[1] <= target_y1;
			array0_count <= 3'd2;
			array1_count <= 3'd2;
			p <= 3'd1;
			finishMakeCode <= 1'b1;
			pointer <= calculatePosition + 5'd3;
		end
		MakeCode_a:begin
			if((gray_data_[pointer] == target0_array[p]) && (p < array0_count))begin
				Mi_[value_order[pointer]] <= (Mi_[value_order[pointer]] << 1) + 8'd1;
				huffman_code[value_order[pointer]] <= (huffman_code[value_order[pointer]] >> 1);
				array0_count <= array0_count + 3'd1;
				target0_array[array0_count] <= value_order[pointer];
				pointer <= pointer + 5'd1;
				p <= 3'd1;
			end
			else if((gray_data_[pointer] == target1_array[p]) && (p < array1_count))begin
				Mi_[value_order[pointer]] <= (Mi_[value_order[pointer]] << 1) + 8'd1;
				huffman_code[value_order[pointer]] <= (huffman_code[value_order[pointer]] >> 1) + MSB;
				array1_count <= array1_count + 3'd1;
				target1_array[array1_count] <= value_order[pointer];
				pointer <= pointer + 5'd1;
				p <= 3'd1;
			end
			else
				p <= p + 3'd1;
			if(pointer == 5'd7 || ((p >= array0_count) && (p >= array1_count)))begin
				finishMakeCode_a <= 1'b1;
			end
		end
		Shift:begin
			case(Mi_[pointer])
				8'b01111111: huffman_code[pointer] <= (huffman_code[pointer] >> 1);
				8'b00111111: huffman_code[pointer] <= (huffman_code[pointer] >> 2);
				8'b00011111: huffman_code[pointer] <= (huffman_code[pointer] >> 3);
				8'b00001111: huffman_code[pointer] <= (huffman_code[pointer] >> 4);
				8'b00000111: huffman_code[pointer] <= (huffman_code[pointer] >> 5);
				8'b00000011: huffman_code[pointer] <= (huffman_code[pointer] >> 6);
				8'b00000001: huffman_code[pointer] <= (huffman_code[pointer] >> 7);
			endcase
			pointer <= pointer + 1;
			if(pointer == 6)
				finishShift <= 1;
		end
		StoreBack:
			finish <= 1;
		default:begin
			finishReorder <= 0;
			finishBubble <= 0;
			finishMakeCode <= 0;
			finishMakeCode_a <= 0;
			finishGetData <= 0;
			finishShift <= 0;
			finish <= 0;
		end
	  endcase
   end
end
endmodule
==> flow/run.sh <==
#!/bin/bash
# OpenROAD 26Q1-2900-gdf79404cd8, Yosys 0.63+post, stock flow scripts
make -C /OpenROAD-flow-scripts/flow DESIGN_CONFIG=/design/flow/config.mk WORK_HOME=/design/flow/orfs finish
==> flow/config.mk <==
export PLATFORM = sky130hd
export DESIGN_NAME = huffman
export DESIGN_NICKNAME = huffman
export VERILOG_FILES = /design/flow/design.v
export SDC_FILE = /design/flow/constraint.sdc
export NUM_CORES = 4
export LEC_CHECK = 1
export CORE_UTILIZATION = 30
==> flow/constraint.sdc <==
current_design huffman

set clk_period 17.1
set clk_io_pct 0.2

create_clock -name clk0 -period $clk_period [get_ports {clk}]

set non_clock_inputs [all_inputs -no_clocks]
set_input_delay [expr $clk_period * $clk_io_pct] -clock clk0 $non_clock_inputs
set_output_delay [expr $clk_period * $clk_io_pct] -clock clk0 [all_outputs]
==> flow_summary_export.csv <==
group,metric,value,unit
drt,drt_wl_total,86.5,mm
synth,edf_count,240,
clock_tree,cts-root-buf,"clkbuf_16",
worst_setup_path,crit_path_max_fanout,32,
sta,grt_setup_unrepaired,"false",
sta,timing.final.hold_violations,0,
final_layout,area_delta_synth_final,16.0,%
sta,tns,0,ns
clock_tree,cts_sinks,339,
drt,drc,0,
floorplanning,design.core.area,0.0808,mm^2
sta,clock_skew,0.0192,ns
sta,worstMarginPinSlew,0.927,ns
sta,hold_ws,0.424,ns
worst_hold_path,hold_path_class,"flip-flop to flip-flop",
synth,common_cells,"edfxtp_1, nand2_1, nor2_1, mux2i_1, a21oi_1",
synth,top_area_cell,"edfxtp_1",
worst_setup_path,cp-start-kind,"input port",
sta,setup_viol_count_final,0,
placed_design,dp_hpwl,62.7,mm
flow_run,warnings,49,
synth,ys_seq_share,0.374,
global_route,grt_max_degree,54,
synth,ys_cells,2489,
clock_tree,postCtsResizedCells,0,
worst_setup_path,cp.required,17.40,ns
drt,num_vias,21500,
synth,topCellsByArea,"edfxtp_1, mux4_2, dfxtp_1, mux2i_1, nand2_1",
worst_setup_path,worst_path_largest_cell_delay,0.66,ns
clock_tree,cts_hold_buf,0,
worst_setup_path,setup.worst_path.end_class,"flip-flop",
sta,slew_viol_final,0,
synth,ys.flop_type,"edfxtp_1",
worst_setup_path,crit_chain,"clkdlybuf4s50_1, nand2_1, and4_1, a31oi_1, nand3_2, buf_4, mux2i_4, buf_4, mux2i_1, mux2i_1, mux2_2, ha_1, inv_1, fa_1, inv_1, a21oi_1, o21bai_1, a21o_1, a21oi_1, xnor2_1, a21oi_1, o22ai_1",
floorplanning,die_w,288,um
clock_tree,cts_buffer_depth,3,
final_layout,drive_above_1_share,0.132,
outcome,run_status,"finished clean",
floorplanning,die_h,288,um
floorplanning,die_area,0.0831,mm^2
clock_tree,cts_made_buffers,41,
drt,viasPerCell,5.89,
synth,most_common_cell,"edfxtp_1",
synth,async_reset_ff_frac,0,
drt,wl_per_cell,23.6,um
worst_setup_path,cp_common_cell,"a21oi_1",
sta,fmax,0.115,GHz
power_and_ir_drop,vdd_drop_max,0.0728,mV
clock_tree,clk_pin_slew_worst_paths,0.06,ns
clock_tree,postCtsSetupBuffers,0,
power_and_ir_drop,p_leak,0.0104,uW
power_and_ir_drop,powerDensity,67.9,mW/mm^2
synth,syn_area,0.0246,mm^2
synth,yosysChipArea,0.0246,mm^2
floorplanning,fp_util,0.304,
synth,top_area_frac,0.293,
synth,synthCells,2489,
floorplanning,rows,104,
clock_tree,cts-htree-levels,2,
clock_tree,tritoncts,"yes",
global_route,grt_overflow,0,
synth,avgSynthCellArea,9.88,um^2
drt,final_antenna_net_count,0,
synth,ys_ff,339,
synth,synthDistinctLibCells,87,
global_route,antenna_found_initial,1,
drt,firstDrtPassIters,23,
final_layout,combGateArea,0.0145,mm^2
sta,post-route-period-util,0.507,
final_layout,regArea,0.00919,mm^2
global_route,grt_pass1_wl,131,mm
worst_setup_path,crit_type,"input port to flip-flop",
flow_run,max_cap_violations,0,
drt,drtIter0Drc,1875,
sta,finalCriticalPeriod,8.67,ns
floorplanning,ioPinCount,157,
sta,slew_headroom,0.364,
clock_tree,clk_latency,0.59,ns
global_route,groute.usage.overall,0.215,
synth,synth_warnings,2,
drt,antenna_cells,0,
global_route,grt_pass1_vias,21200,
placed_design,gp_congestion,0.992,
final_layout,fill_cells,8002,
worst_setup_path,slowest_stage,"a21oi_1",
worst_setup_path,crit_arrival,8.97,ns
placed_design,numPortBuffers,151,
[layout make-up]
cell class | instances | area share
clock inverters | 18 | 0.00536
repair buffers | 211 | 0.0687
multi-input cells | 1915 | 0.509
clock buffers | 58 | 0.0398
well taps | 1060 | 0.0465
inverters | 59 | 0.00777
flip-flops and latches | 339 | 0.322
[critical path, delay by kind of cell]
kind	cells	cell delay, ns
simple gates	3	0.46
mux	4	0.87
compound gates	7	2.20
buf+inv	5	1.37
xor+xnor	1	0.14
fa+ha+maj	2	0.43
[metrics by stage]
stage                util  area, um^2  cells  setup WS, ns  total power (uW)
global placement    0.337       27200   3584          7.93              1100
CTS                 0.353       28500   3660          8.54              1950
floorplan               -       24600   2489          8.99              1020
global route        0.353       28500   3660          8.08              1990
finish              0.353       28500   3660          8.43              1940
detailed placement  0.337       27200   3584          7.96              1100
[per-layer routing]
| layer | global-route usage | wire, um | vias to the layer above |
|---|---|---|---|
| met5 | 0.00170 | 0 | - |
| met4 | 0.0790 | 3790 | 0 |
| met3 | 0.0702 | 8670 | 215 |
| met2 | 0.335 | 40200 | 1185 |
| met1 | 0.285 | 33800 | 10400 |
| li1 | - | - | 9781 |
[registers in the layout, summed over array words and instances (netlist names), 5 cells and up, named ones only]
signal,flops
gray_data_,64
huffman_code,62
calculatePosition,5
Mi_,62
z,5
pointer,5
state,9
data_count,7
x,5
value_order,21
y,5
target1_array,24
target0_array,24
[power by group]
group	switching, uW	internal (uW)	total [uW]
registers	26.6	895	922
logic	86.4	77.9	164
clock network	366	484	850
[layout by cell type, fill, tap and decap left out, types with 11 or more instances in the layout]
| cell | count |
|---|---|
| a211oi_1 | 27 |
| a21o_1 | 17 |
| a21oi_1 | 149 |
| a221oi_1 | 22 |
| a222oi_1 | 19 |
| a22oi_1 | 15 |
| a31o_1 | 11 |
| a31oi_1 | 14 |
| and2_1 | 13 |
| and3_1 | 14 |
| buf_4 | 61 |
| clkbuf_1 | 13 |
| clkbuf_16 | 42 |
| clkdlybuf4s50_1 | 150 |
| dfxtp_1 | 99 |
| edfxtp_1 | 240 |
| ha_1 | 65 |
| inv_1 | 57 |
| mux2_2 | 50 |
| mux2i_1 | 168 |
| mux4_2 | 125 |
| nand2_1 | 237 |
| nand2b_1 | 43 |
| nand3_1 | 95 |
| nand3b_1 | 16 |
| nand4_1 | 20 |
| nor2_1 | 229 |
| nor2b_1 | 17 |
| nor3_1 | 40 |
| nor4_1 | 18 |
| o211ai_1 | 17 |
| o21ai_0 | 136 |
| o21ai_1 | 11 |
| o22ai_1 | 77 |
| o31ai_1 | 14 |
| or3_1 | 36 |
| xnor2_1 | 17 |
| xor2_1 | 23 |
[cell families (layout without fill, tap and decap cells)]
family / after synthesis / in the layout / share of synthesized area
AOI/OAI and AO/OA: 641 / 641 / 0.175
xor gates and xnor gates: 41 / 41 / 0.0146
adders and majority gates: 67 / 67 / 0.0347
buffers and inverters: 235 / 346 / 0.0376
DFF: 339 / 339 / 0.374
muxes: 346 / 346 / 0.207
and+or+nand+nor: 820 / 820 / 0.157
[worst paths after layout]
path	start	end	slack, ns	cells past startpoint
worst min register to register	state[8]	state[0]	0.42	2
worst max-delay path	gray_valid	gray_data_[5][6]	8.43	22
worst min-delay path	state[8]	state[0]	0.42	2
worst max register to register	pointer[0]	huffman_code[7][5]	9.97	16
Power and IR drop assume default switching activity.
